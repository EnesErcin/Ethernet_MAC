File: ./run.sh
#!/bin/bash
# OpenROAD 26Q1-2900-gdf79404cd8, Yosys 0.63+post, stock flow scripts
make -C /OpenROAD-flow-scripts/flow DESIGN_CONFIG=/design/flow/config.mk WORK_HOME=/design/flow/orfs finish
File: ./config.mk
export PLATFORM = sky130hd
export DESIGN_NAME = buf_ready
export DESIGN_NICKNAME = buf_ready
export VERILOG_FILES = /design/flow/design.v
export SDC_FILE = /design/flow/constraint.sdc
export NUM_CORES = 4
export LEC_CHECK = 1
export CORE_AREA = 10 10 70 70
export DIE_AREA = 0 0 80 80
File: ./constraint.sdc
current_design buf_ready

set clk_period 1.8
set clk_io_pct 0.2

create_clock -name clk0 -period $clk_period [get_ports {eth_tx_clk}]

set non_clock_inputs [all_inputs -no_clocks]
set_input_delay [expr $clk_period * $clk_io_pct] -clock clk0 $non_clock_inputs
set_output_delay [expr $clk_period * $clk_io_pct] -clock clk0 [all_outputs]
File: ./design.v
package utils;
    parameter  min_payload_len =                 16'd46;
    parameter  len_addr        =                 13'd6;
    parameter  len_len         =                 13'd2;
    parameter  len_crc         =                 13'd4;
    parameter  len_perm        =                 13'd7;
    parameter  len_max_payload =                 50;
endpackage
module buf_ready (
    input               bf_in_pct_qued,
    input               bf_in_pct_txed,
    input               eth_tx_clk,
    output  logic [1:0] bf_out_buffer_ready,
    input rst
);
    always_ff @( posedge eth_tx_clk ) begin 
        if (~ rst) begin
            if (bf_in_pct_qued && ~(bf_in_pct_txed)) begin
                bf_out_buffer_ready <= bf_out_buffer_ready + 1;
            end else if (~(bf_in_pct_qued) && bf_in_pct_txed) begin
                bf_out_buffer_ready <= bf_out_buffer_ready - 1;
            end else
                bf_out_buffer_ready <= bf_out_buffer_ready;
        end else
            bf_out_buffer_ready <= 0;
    end
endmodule
==> Table 3: Implementation characteristics <==
Characteristics after synthesis and place and route

Parameter                              Value

Global routing
  Largest net degree at the start of global routing    4
  GRT overflow    0
  Number of antenna violations at the first check in global routing    0
  First-pass GRT wire length    524 um
  Vias in the first global route    130
  Global routing usage summed across all routing layers    1.23%

Clock network
  Post CTS Setup Buffer Count    0
  Number of CTS-inserted buffers    3
  Hold buffer count at CTS    0
  Source-to-sink clock delay at the later pin of the worst-skew pair    0.22 ns
  Clock sink total    2
  Number of H-tree levels    1
  Clock tree from TritonCTS    built
  Clk slew on worst S/H paths    0.03 ns
  Maximum clock path buffer count    2
  Post-CTS sizing    0
  CTS root buf    sky130_fd_sc_hd__clkbuf_4

Synthesis
  Yosys cell types    8
  Number of synthesized register bits    2
  Post-synth EDFFs    0
  Average cell area after synthesis    9.38 um2
  Cell accounting for the most synthesized area    sky130_fd_sc_hd__dfxtp_1
  Yosys warning total    1
  Area share, top type    42.7%
  Biggest area cells    sky130_fd_sc_hd__dfxtp_1 43%, sky130_fd_sc_hd__xor2_1 19%, sky130_fd_sc_hd__ha_1 13%, sky130_fd_sc_hd__or3_1 6.7%, sky130_fd_sc_hd__a21oi_1 5.3%
  Commonest register cell after synthesis    sky130_fd_sc_hd__dfxtp_1
  Yosys synthesis chip area    93.8 um2
  Total cells reported by yosys after synthesis    10
  Post-synthesis instance area    93.8 um2
  Synth Seq Share    42.7%
  Fraction of synthesis flops using an asynchronous set or reset pin    0%
  Most instantiated cells after synthesis    2 x sky130_fd_sc_hd__dfxtp_1, 2 x sky130_fd_sc_hd__xor2_1
  Synthesized instance count    10

Detailed routing
  First drt pass iteration count    3
  Drt wl/cell    5.00 um
  Remaining DRCs    0
  Via total after detailed routing    105
  Post-DR vias/cell    1.62
  Detail Route Antenna Nets    0
  DRT Wirelength    325 um
  DRT iter0 DRCs    5

Final timing
  Time the worst path needs with I/O delays and setup    1.52 ns
  Max-Slew Margin vs Limit    88.7%
  Final Hold Vio Count    0
  Slew of the pin with the lowest slew margin    0.167 ns
  Total of endpoints with negative setup slack in the final report    0
  Final count of pins violating max slew    0
  Unrepaired setup endpoints after global routing    no
  Achievable frequency    0.656 GHz
  Final Skew    0.000975 ns
  Setup TNS    0 ns
  Post-layout period usage of the worst path    84.7%

Layout
  Number of flip-flops in the largest register    2
  Register bank with the most flops    bf_out_buffer_ready
  Final Cell Area    226 um2
  Share of cells above drive strength 1    16.7%
  Leading registers by flop count    bf_out_buffer_ready (2)
  Tally of non-filler cells in the final layout    65
  Area growth syn-to-layout    141%
  Filler cell count in the final layout    407

Floorplanning
  Number of ports placed on the die boundary    6
  Die Size    6400 um2
  Die Width    80 um
  Vertical die dimension    80 um
  Cell Rows    21
  Area of the core region    3420 um2
  Initial cell density of the core    2.75%

Power
  Switching power share of the total    22.0%
  Proportion of power drawn by the clock network    50.8%
  Cell leakage power    0.0000806 uW
  Net switching power of the design    42.6 uW
  Internal Dissipation    151 uW
  Fraction of power consumed by sequential logic    29.6%
  Maximum ir drop on the vdd rail    104 uV
  Power per standard cell area    856 nW/um2
  Portion of total power attributed to combinational logic    19.6%

Worst setup path
  Nature of the critical path startpoint    primary input
  Endpoint type of the worst setup path    flip-flop
  Critical path class    in2reg
  Endpoint arrival time on the critical path    1.68 ns
  Largest driver fanout on the critical path    3
  Req. time, crit path    1.95 ns

Job
  Number of OpenROAD warnings    25
  Max-cap violation count    0

Hold path
  Worst min path class    reg2reg

Placement
  Placer Congestion    0.697
  Number of placed cells counting well taps    61
  Post-DP Area    201 um2
  Count of input and output buffers    5

Outcome
  Status    completed
[cells in the final DEF, fill, tap and decap left out]
cell,instances
sky130_fd_sc_hd__ha_1,1
sky130_fd_sc_hd__dfxtp_1,2
sky130_fd_sc_hd__diode_2,1
sky130_fd_sc_hd__clkbuf_4,3
sky130_fd_sc_hd__inv_1,1
sky130_fd_sc_hd__a21oi_1,1
sky130_fd_sc_hd__or3_1,1
sky130_fd_sc_hd__clkdlybuf4s50_1,5
sky130_fd_sc_hd__nor2_1,1
sky130_fd_sc_hd__xor2_1,2
sky130_fd_sc_hd__o21ai_0,1
[per-stage QoR]
step	worst slack, ns	util (%)	hold WS, ns	power (uW)
3_3_place_gp	0.0846	5.90	0.472	93.6
4_1_cts	0.289	6.56	0.503	202
2_1_floorplan	0.574	-	0.429	71.9
5_1_grt	0.205	6.56	0.542	216
3_5_place_dp	0.0571	5.90	0.500	95.8
6_report	0.276	6.63	0.498	194
[layer usage]
metal  GRT usage [%]  routed length [um]
met1           0.862                  94
met2            1.44                 142
met3            2.05                  88
met4           0.704                   0
met5               0                   0
[worst max-delay path, stage by stage]
cell and delay, ns:
sky130_fd_sc_hd__clkdlybuf4s50_1 0.45, sky130_fd_sc_hd__inv_1 0.04, sky130_fd_sc_hd__ha_1 0.30, sky130_fd_sc_hd__or3_1 0.38, sky130_fd_sc_hd__a21oi_1 0.14
[power by group through the flow]
stage,Clock (uW),Combinational (uW),Sequential [uW]
4_1_cts,106,38.3,57.3
5_1_grt,114,43.6,58.7
6_report,98.6,38.0,57.3
[cell families after synthesis]
group | synth area share [%]
flops | 42.7
fa+ha+maj | 13.3
xor+xnor | 18.7
simple gates | 10.7
buf+inv | 4.00
compound gates | 10.7
[worst paths after layout]
check                      endpoint  depth (start not counted)  slack [ns]                   start
max          bf_out_buffer_ready[1]                          5        0.28          bf_in_pct_txed
min          bf_out_buffer_ready[1]                          2        0.50  bf_out_buffer_ready[1]
max reg2reg  bf_out_buffer_ready[1]                          3        0.77  bf_out_buffer_ready[0]
min reg2reg  bf_out_buffer_ready[1]                          2        0.50  bf_out_buffer_ready[1]
[area by class of cell]
cell class,count,area [um2],area share (%)
clock buffer,3,22.5,9.94
timing repair buffer,5,50.0,22.1
inverter,1,3.75,1.66
antenna,1,2.50,1.10
multi-input combinational,7,50.0,22.1
sequential,2,40.0,17.7
tap,46,57.6,25.4
Power figures rest on the tool's default switching activity, not on a simulated workload.
