### constraint.sdc
current_design async_fifo

set clk_period 3.4
set clk_io_pct 0.2

create_clock -name clk0 -period $clk_period [get_ports {rclk}]
create_clock -name clk1 -period $clk_period [get_ports {wclk}]

set non_clock_inputs [all_inputs -no_clocks]
set_input_delay [expr $clk_period * $clk_io_pct] -clock clk0 $non_clock_inputs
set_output_delay [expr $clk_period * $clk_io_pct] -clock clk0 [all_outputs]
### design.v
package utils;
    parameter  min_payload_len =                 16'd46;
    parameter  len_addr        =                 13'd6;
    parameter  len_len         =                 13'd2;
    parameter  len_crc         =                 13'd4;
    parameter  len_perm        =                 13'd7;
    parameter  len_max_payload =                 50;
endpackage
module async_bram #(
  parameter WIDTH = 8,
  parameter SIZE = 8,
  parameter PTR_LEN = 4
)(
    input                    wr_clk,
    input                    rd_clk,
    input                    wr_srstn,
    input        [WIDTH-1:0] data_in,      
    output       [WIDTH-1:0] data_out,
    input        [PTR_LEN:0]  read_ptr,
    input        [PTR_LEN:0]  wrt_ptr,
    input                    rd_en,
    input                    wr_en,
    input   wire             full
);
logic [WIDTH-1:0] data_regs [SIZE-1:0];
wire [PTR_LEN-1:0]r_ptr; 
wire [PTR_LEN-1:0]w_ptr;
assign w_ptr =  wrt_ptr[PTR_LEN-1:0];
assign r_ptr=  read_ptr[PTR_LEN-1:0];
always_ff @(posedge wr_clk) begin
  if (!wr_srstn) begin
    for (int i = 0; i<SIZE ; i = i+1 ) begin
      data_regs[i] <= 0;
    end
  end else if(wr_en && ~full) begin
      data_regs[ w_ptr[PTR_LEN-1:0]] <= data_in;
  end 
end
assign data_out  =  (rd_en) ? data_regs[r_ptr[PTR_LEN-1:0]]: 0;
endmodule
module async_fifo #( 
    parameter SIZE  = 8,
    parameter WIDTH = 8,
    parameter PTR_LEN = $clog2(SIZE)
)(
    input             arst_n,
    input             wclk,
    input             rclk,
    input             r_en,
    input             w_en,
    input [WIDTH-1:0] data_in,
    output [WIDTH-1:0] data_out
);
logic wr_srstn, rd_srstn;
syncher rd_rst_scnch_m(
    .clk(rclk),
    .n_as_signal(arst_n),
    .n_s_signal(rd_srstn)
);
syncher wr_rst_scnch_m(
    .clk(wclk),
    .n_as_signal(arst_n),
    .n_s_signal(wr_srstn)
);
logic empt;
logic full_gen;
logic [PTR_LEN:0] read_ptr ;
logic [PTR_LEN:0] wrt_ptr ;
empt_gen #(
  .PTR_LEN(PTR_LEN)
) empt_gen (
    .rd_pointer(read_ptr),
    .wr_pointer(wrt_ptr),
    .full(full_gen),
    .empty(empt)
);
logic full;
assign full = full_gen;
rd_pointer  #(.PTR_LEN(PTR_LEN)) 
   rd_pointer(
      .rclk(rclk),
      .rd_en(r_en),
      .rd_srstn(rd_srstn),
      .empty(empt),
      .read_ptr(read_ptr)
  );
wr_pointer #(.PTR_LEN(PTR_LEN)) 
  wr_pointer(
      .wclk(wclk),
      .wr_en(w_en),
      .wr_srstn(wr_srstn),
      .full(full),
      .wrt_ptr(wrt_ptr)
);
async_bram #(
  .WIDTH(WIDTH),
  .SIZE(SIZE),
  .PTR_LEN(PTR_LEN)
) async_bram  (
    .wr_clk(wclk),
    .rd_clk(rclk),
    .wr_srstn(wr_srstn),
    .data_in(data_in),      
    .data_out(data_out),
    .read_ptr(read_ptr),
    .wrt_ptr(wrt_ptr),
    .rd_en(r_en),
    .wr_en(w_en),
    .full(full)
);
endmodule
module empt_gen #(
  parameter PTR_LEN = 8
)(
    input [PTR_LEN:0] rd_pointer,
    input [PTR_LEN:0] wr_pointer,
    output wire full ,
    output wire empty 
);
assign full  = ((rd_pointer[PTR_LEN] != wr_pointer[PTR_LEN]) && (rd_pointer[PTR_LEN-1:0] == wr_pointer[PTR_LEN-1:0]))? 1'b1:1'b0 ;
assign empty = (rd_pointer == wr_pointer)? 1'b1:1'b0 ;
endmodule
module rd_pointer #(
   parameter PTR_LEN = 8
)(
    input                   rclk,
    input                   rd_en,
    input                   rd_srstn,
    input    wire           empty,
    output logic [PTR_LEN:0] read_ptr 
);
logic rd_ready;
assign rd_ready = rd_en && rd_srstn && ~(empty);
always_ff @(posedge rclk) begin
  if (rd_ready) begin
    read_ptr <= read_ptr + 1;
  end else if(!rd_srstn) begin
    read_ptr <= 0;
  end
end
endmodule
module syncher (
    input  clk,
    input  n_as_signal,
    output logic n_s_signal
);
logic hold = 0;
always_ff @(posedge clk, negedge n_as_signal) begin
    if(!n_as_signal) begin 
        n_s_signal <= 1'b0;
        hold <= 1; 
    end else if (n_as_signal && !hold) begin
        n_s_signal <= 1'b1;
        hold <= 0;
    end else begin
        hold <= 0;
    end
end
endmodule
module wr_pointer #(
   parameter PTR_LEN = 8
)(
    input                   wclk,
    input                   wr_en,
    input       wire        wr_srstn,
    input       wire        full,
    output logic [PTR_LEN:0] wrt_ptr 
);
logic wr_ready ;
assign wr_ready = wr_en && wr_srstn && ~(full);
always_ff @(posedge wclk) begin
  if (wr_ready) begin
    wrt_ptr = wrt_ptr + 1;
  end else if(!wr_srstn) begin
    wrt_ptr= 0;
  end
end
endmodule
### config.mk
export PLATFORM = sky130hd
export DESIGN_NAME = async_fifo
export DESIGN_NICKNAME = async_fifo
export VERILOG_FILES = /design/flow/design.v
export SDC_FILE = /design/flow/constraint.sdc
export NUM_CORES = 4
export LEC_CHECK = 1
export CORE_UTILIZATION = 40
### run.sh
#!/bin/bash
# OpenROAD 26Q1-2900-gdf79404cd8, Yosys 0.63+post, stock flow scripts
make -C /OpenROAD-flow-scripts/flow DESIGN_CONFIG=/design/flow/config.mk WORK_HOME=/design/flow/orfs finish
==> flow_summary.yaml <==
# synthesis and place-and-route metrics
synthesis:
  yosysSeqAreaShare_pct: 60.3
  ys_cells: 267
  top_cells_by_area: "edfxtp_1, mux4_2, nor2_1"
  synth_area_per_cell_sq_um: 14.1
  top_area_cell: "edfxtp_1"
  yosysWarnings: 4
  top_cell: "edfxtp_1"
  ys_types: 37
  netlist_top_cells_count: "edfxtp_1, nor2_1, nand2_1, mux4_2, nor3_1"
  yosys_area_sq_mm: 0.00375
  syn_inst: 267
  edf_count: 72
  syn_area_sq_mm: 0.00375
  yosysTopAreaCellShare_pct: 57.6
  flop_cell: "edfxtp_1"
  ys.flops: 76
  ys_async_sr_fraction_pct: 5.26
routing:
  wl_per_cell_um: 19.7
  diodes: 0
  routed_wl_mm: 8.30
  first_pass_iters: 4
  viasPerCell: 5.51
  antenna_left: 0
  drc: 0
  drtIter0Drc: 69
  dr_total_vias: 2318
timing:
  report.final.slew_viol_count: 0
  skew_ns: 0.00657
  hold_viol: 0
  setup_viol: 0
  slew_headroom_pct: 43.6
  setup-tns-final_ns: 0
  rsz0062_at_grt: "false"
  tightest_slew_ns: 0.845
die:
  io_pins: 21
  die.size.y_um: 98.9
  fp.dieW_um: 98.9
  chip_area_sq_mm: 0.00978
  fp-utilization_pct: 42.2
  core_area_sq_mm: 0.00889
  rows: 34
cells_and_area:
  seqCellArea_sq_mm: 0.00226
  nFillCells: 757
  drive_above_1_share_pct: 22.7
  final_cells: 421
  area.combinational_sq_mm: 0.00139
  synthToLayoutAreaGrowth_pct: 17.2
setup_path:
  crit_arrival_ns: 2.17
  end_kind: "output pin"
  crit_type: "flip-flop to output pin"
  crit_family: "multiplexers"
  critPathLaunchType: "flip-flop"
  critPathBufInv: 2
  crit_required_ns: 2.72
  crit_chain: "buf_4 > mux4_2 > mux2i_1 > nor2_1 > clkdlybuf4s50_1"
  cp_max_fo: 19
  slowest_delay_ns: 0.56
  crit_slowest_cell: "mux4_2"
global_routing:
  grt_max_degree: 20
  grt_pass1_vias: 2450
  grt_pass1_wl_mm: 13.5
  grt_use_total_pct: 20.1
  overflow: 0
  antenna_found_initial: 0
worst_hold_path:
  hp-class: "flip-flop to flip-flop"
pwr:
  ir_drop_mv: 0.186
  power_frac_clock_pct: 30.3
  powerDensity_mw_per_mm2: 602
  internal-power_uw: 1820
  p_leak_uw: 0.00148
  switchingPower_uw: 827
  power_uw: 2650
  p_sw_share_pct: 31.2
  p_comb_share_pct: 26.5
  seqPwrFrac_pct: 43.2
cts:
  cts-resized-gates: 0
  clock_sinks: 76
  clk_pin_slew_ns: 0.04
  post_cts_buffers: 0
  cts_hold_buf: 0
  cts_tree: "done"
job:
  cap_violations: 0
  warning_count: 26
place:
  gp_congestion: 0.825
  dpl.cell_count: 401
  io_buffers: 19
  dp_hpwl_mm: 5.68
outcome:
  status: "finished clean"
[area by class of cell]
class | instances | share of cell area, %
clock inverters | 7 | 1.79
well taps | 108 | 3.07
flip-flops and latches | 76 | 51.4
multi-input cells | 173 | 31.6
repair buffers | 40 | 7.90
clock buffers | 13 | 3.84
inverters | 4 | 0.341
[flip-flops by register name, indices dropped and copies added, names as in the netlist]
| name | cells |
|---|---|
| wr_rst_scnch_m.hold | 1 |
| rd_rst_scnch_m.hold | 1 |
| wr_pointer.wrt_ptr | 4 |
| rd_pointer.read_ptr | 4 |
| async_bram.data_regs | 64 |
| wr_rst_scnch_m.n_s_signal | 1 |
| rd_rst_scnch_m.n_s_signal | 1 |
[per-stage QoR]
stage | cell area, sq um | setup slack, ns | util [%] | hold WS, ns
after floorplan | 3760 | 1.13 | - | 0.384
after global placement | 4150 | 0.580 | 46.7 | 0.497
after detailed placement | 4150 | 0.550 | 46.7 | 0.514
after CTS | 4400 | 0.521 | 49.5 | 0.521
after global routing | 4400 | 0.390 | 49.5 | 0.543
final | 4400 | 0.554 | 49.5 | 0.520
[placed cells by master (no fill, tap or decap), drive strengths merged, types with 7 or more instances in the layout]
cell and instances:
buf 21, clkdlybuf4s50 19, o41ai 7, edfxtp 72, inv 7, nor3 12, nor2 65, mux2i 8
o21ai 9, nand2 18, clkbuf 13, mux4 16
[power groups by stage]
| stage | Clock, uW | Combinational [uW] | Sequential, uW |
|---|---|---|---|
| after global routing | 861 | 767 | 1150 |
| after CTS | 820 | 711 | 1150 |
| final | 804 | 703 | 1140 |
[layer usage]
metal / wire length [um] / track usage [%] / vias to the layer above / part of all wire [%]
li1: - / - / 1083 / -
met1: 3310 / 28.7 / 1122 / 40
met2: 4080 / 30.8 / 104 / 49
met3: 810 / 10.0 / 9 / 9.8
met4: 100 / 2.64 / 0 / 1.2
met5: 0 / 0 / - / 0
[final timing paths]
| check | from | end | slack [ns] | cells after the start |
|---|---|---|---|---|
| max | rd_pointer.read_ptr[1]$_SDFFCE_PN0P_ | data_out[7] | 0.55 | 5 |
| min | rd_rst_scnch_m.n_s_signal$_DFFE_PN0P_ | rd_rst_scnch_m.n_s_signal$_DFFE_PN0P_ | 0.52 | 1 |
| max reg2reg | wr_pointer.wrt_ptr[0]$_SDFFCE_PN0P_ | async_bram.data_regs[5][2]$_SDFFCE_PN0P_ | 0.85 | 5 |
| min reg2reg | rd_rst_scnch_m.n_s_signal$_DFFE_PN0P_ | rd_rst_scnch_m.n_s_signal$_DFFE_PN0P_ | 0.52 | 1 |
| max in group clk1 | wr_pointer.wrt_ptr[0]$_SDFFCE_PN0P_ | async_bram.data_regs[5][2]$_SDFFCE_PN0P_ | 0.85 | 5 |
| max in group asynchronous | arst_n | rd_rst_scnch_m.hold$_DFF_PN1_ | 2.42 | 1 |
| min in group clk1 | wr_rst_scnch_m.hold$_DFF_PN1_ | wr_rst_scnch_m.n_s_signal$_DFFE_PN0P_ | 0.53 | 2 |
| min in group asynchronous | arst_n | wr_rst_scnch_m.n_s_signal$_DFFE_PN0P_ | 0.57 | 1 |
[worst register-to-register path, stage by stage, from the launching register on]
cell	delay, ns
edfxtp_1	0.56
xor2_2	0.51
buf_4	0.32
o41ai_4	0.09
o21ai_1	0.55
buf_4	0.25
[cells by family (layout without fill, tap and decap cells)]
family	Yosys count	in the layout	share of synthesized area, %
mux	24	24	11.7
other cells	1	2	0.0999
xor+xnor	6	6	2.50
flops	76	76	60.3
compound gates	21	21	7.26
fa+ha+maj	2	2	0.666
simple gates	118	118	14.7
buf+inv	19	64	2.73
Power and IR drop assume default switching activity.
